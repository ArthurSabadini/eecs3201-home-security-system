$ cat ./config.mk
export PLATFORM = sky130hd
export DESIGN_NAME = ModeMessage
export DESIGN_NICKNAME = ModeMessage
export VERILOG_FILES = /design/flow/design.v
export SDC_FILE = /design/flow/constraint.sdc
export NUM_CORES = 4
export LEC_CHECK = 1
export CORE_AREA = 10 10 70 70
export DIE_AREA = 0 0 80 80
$ cat ./constraint.sdc
current_design ModeMessage

set clk_period 2.3
set clk_io_pct 0.2

create_clock -name clk0 -period $clk_period

set non_clock_inputs [all_inputs -no_clocks]
set_input_delay [expr $clk_period * $clk_io_pct] -clock clk0 $non_clock_inputs
set_output_delay [expr $clk_period * $clk_io_pct] -clock clk0 [all_outputs]
$ cat ./design.v
module ModeMessage (
    input [2:0] mode,
	input wire [3:0] msg,
    output reg [41:0] display
);
    parameter UNARM   =  3'b000;     
    parameter ARMS    =  3'b001;     
    parameter ARMA    =  3'b010;     
    parameter RESET   =  3'b011;     
	parameter DISPLAY =  3'b100;     
    localparam A    = 7'b0001000;
    localparam E    = 7'b0000110;
    localparam M1   = 7'b0101011;  
	localparam M2   = 7'b0101011;  
    localparam N    = 7'b1001000; 
    localparam R    = 7'b0101111;
    localparam S    = 7'b0010010;
    localparam T    = 7'b0000111;
    localparam U    = 7'b1000001;
    localparam OFF  = 7'b1111111;
	localparam ONE  = 7'b1111001;
	localparam ZERO = 7'b1000000;
    always@(mode or msg) begin
        case(mode)
            UNARM: begin
				display[41:35] <= U;
                display[34:28] <= N;
                display[27:21] <= A;
                display[20:14] <= R;
                display[13:7]  <= M1;
                display[6:0]   <= M2;
            end
            ARMS: begin
				display[41:35] <= A;
                display[34:28] <= R;
                display[27:21] <= M1;
                display[20:14] <= M2;
                display[13:7]  <= OFF;
                display[6:0]   <= S;
            end
            ARMA: begin
				display[41:35] <= A;
                display[34:28] <= R;
                display[27:21] <= M1;
                display[20:14] <= M2;
                display[13:7]  <= OFF;
                display[6:0]   <= A;
            end
            RESET: begin
				display[41:35] <= OFF;
                display[34:28] <= R;
                display[27:21] <= E;
                display[20:14] <= S;
                display[13:7]  <= E;
                display[6:0]   <= T;
            end
			DISPLAY: begin
				display[41:35] <= OFF;
                display[34:28] <= OFF;
                display[27:21] <= msg[0]? ZERO: ONE;
                display[20:14] <= msg[1]? ZERO: ONE;
                display[13:7]  <= msg[2]? ZERO: ONE;
                display[6:0]   <= msg[3]? ZERO: ONE;
				end
			default: begin
			    display[41:35] <= OFF;
                display[34:28] <= OFF;
                display[27:21] <= OFF;
                display[20:14] <= OFF;
                display[13:7]  <= OFF;
                display[6:0]   <= OFF;
		    end
        endcase
    end
endmodule
$ cat ./run.sh
#!/bin/bash
# OpenROAD 26Q1-2900-gdf79404cd8, Yosys 0.63+post, stock flow scripts
make -C /OpenROAD-flow-scripts/flow DESIGN_CONFIG=/design/flow/config.mk WORK_HOME=/design/flow/orfs finish
==> flow_summary.json <==
{
  "grt_remaining_overflow": 0,
  "ys_area_um2": 370,
  "post_cts_buffers": 0,
  "end_kind": "primary output",
  "globalplace.congestion": 0.852,
  "drc": 0,
  "regArea_um2": 0,
  "required_ps": 1840,
  "ys_warn_count": 1,
  "drv_cap": 0,
  "status": "finished clean",
  "min_period_ps": 2250,
  "critical_path.startpoint_type": "input pin",
  "avgViaCountPerCell": 3.61,
  "postCtsHoldBufs": 0,
  "wl_met2_um": 705,
  "synthToLayoutAreaGrowth_pct": 144,
  "wl_met1_um": 770,
  "slew_viol_final": 0,
  "powerDensity_nw_per_um2": 186,
  "die_h_um": 80,
  "flop-count": 0,
  "tool_warnings": 33,
  "hold_viol_final": 0,
  "post-synth-top-area-fraction": 0.304,
  "finalSetupViolCount": 0,
  "postSynthAreaPerCell_um2": 6.28,
  "dp_worst_setup_slack_ps": -312,
  "placementRows": 21,
  "max_freq_mhz": 444,
  "p_leak_nw": 0.375,
  "clkbuf_count": 0,
  "wl_per_cell_um": 12.5,
  "top_layer": "met3",
  "setup_slack_ps": 49.5,
  "fp_util": 0.108,
  "dr.first_iter.drc_count": 12,
  "portBuffers": 48,
  "die_x_um": 80,
  "grt_max_degree": 8,
  "antenna_left": 0,
  "yosysCellCount": 59,
  "coreArea_um2": 3420,
  "lay_top_count": "clkdlybuf4s50_1",
  "drive_gt1_frac": 0.250,
  "critPathArrivalTime_ps": 1790,
  "area_leaders": "buf_4 (30%), a21oi_1 (6.8%), a31oi_1 (6.8%)",
  "grt_usage": 0.0513,
  "antenna_found_initial": 0,
  "dr_wl_met3_um": 350,
  "rsz0062_at_grt": "true",
  "min_path_type": "in -> out",
  "vias": 527,
  "cp_max_fo": 6,
  "grt_pass1_vias": 546,
  "fin_crit_sh": 0.978,
  "synth_cell_type_count": 24,
  "first_pass_iters": 4,
  "antenna_cells": 0,
  "whs_ps": 1490,
  "pin_count": 49,
  "synth_area_um2": 370,
  "layout.cells.most_common_list": "clkdlybuf4s50_1 (42), buf_4 (11), nand2_1 (6)",
  "drt-total-wl_mm": 1.83,
  "netlist_instances": 59,
  "vdd_drop_max_mv": 0.0536,
  "grt_pass1_wl_mm": 2.66,
  "ys_seq_frac": 0,
  "yosysTopAreaCell": "buf_4",
  "dieArea_um2": 6400,
  "crit_type": "in -> out",
  "nFillCells": 376,
  "dpl.hpwl_mm": 1.56
}
what timing repair did:
item,CTS,global route
setup endpoints to repair,36,14
resized,14,5
pin swaps,1,0
synth_stat cells, drive strengths merged:
cell type and number:
or2 1, nor2b 1, and3b 1, clkbuf 3, inv 6, and4bb 1, a21oi 5, or3 2
nor2 3, buf 17, a31oi 4, nand2 6, xnor2 1, o22ai 1, xor2 1, a2bb2oi 1
nor3b 1, a22oi 1, conb 1, o21ai 1, and2b 1
area by class of cell:
class / instances / area [um2] / area share
multi-input cells: 33 / 244 / 0.270
well taps: 46 / 57.6 / 0.0636
repair buffers: 61 / 581 / 0.642
inverters: 6 / 22.5 / 0.0249
final timing paths:
kind,depth (start not counted),startpoint,end
min,4,mode[1],display[0]
max,5,mode[0],display[17]
where the power goes:
group,switching (mW),internal [mW],total [mW]
logic,0.0528,0.115,0.168
registers,0,0,0
clock network,0,0,0
total,0.0528,0.115,0.168
worst max-delay path, cell delays in order:
cell and delay [ps]:
clkdlybuf4s15_2 240, buf_4 170, and3b_2 250, a31oi_4 170, clkdlybuf4s50_1 490
per-stage QoR:
| step | cell area [um2] | instances | TNS, ps | total power [mW] | utilization |
|---|---|---|---|---|---|
| after floorplan | 370 | 59 | 0 | 0.0560 | - |
| after global placement | 860 | 146 | -6370 | 0.165 | 0.252 |
| after detailed placement | 860 | 146 | -6890 | 0.165 | 0.252 |
| after CTS | 898 | 146 | 0 | 0.171 | 0.263 |
| after global routing | 905 | 146 | -1.01 | 0.185 | 0.265 |
| final | 905 | 146 | 0 | 0.168 | 0.265 |
layer usage:
metal | global-route usage | vias up
met5 | 0 | -
met4 | 0 | 0
met3 | 0.0318 | 0
met2 | 0.0819 | 36
met1 | 0.0606 | 231
li1 | - | 260
cell families after synthesis:
kind of cell    after synthesis  synth area share
compound gates               13             0.209
xor+xnor                      2            0.0473
buf+inv                      26             0.456
other cells                   1            0.0101
simple gates                 17             0.277
No activity file was given, so power comes from the tool's default toggle rates.
